**/design/flow/config.mk**
```make
export PLATFORM = sky130hd
export DESIGN_NAME = Universal_adder
export DESIGN_NICKNAME = Universal_adder
export VERILOG_FILES = /design/flow/design.v
export SDC_FILE = /design/flow/constraint.sdc
export NUM_CORES = 4
export LEC_CHECK = 1
export CORE_AREA = 10 10 70 70
export DIE_AREA = 0 0 80 80
```
**/design/flow/constraint.sdc**
```tcl
current_design Universal_adder

set clk_period 5.3
set clk_io_pct 0.2

create_clock -name clk0 -period $clk_period

set non_clock_inputs [all_inputs -no_clocks]
set_input_delay [expr $clk_period * $clk_io_pct] -clock clk0 $non_clock_inputs
set_output_delay [expr $clk_period * $clk_io_pct] -clock clk0 [all_outputs]
```
**/design/flow/design.v**
```verilog
`timescale 1ns / 1ps
module full_adder(
    input  A, B, Cin,
    output Sum, Cout
);
    assign {Cout, Sum} = A + B + Cin;
endmodule
module Universal_adder(
 input  [3:0] A, B,
    input        M,         
    output [3:0] S,         
    output       Cout,      
    output       V     
    );
    wire [3:0] B_mod;
    wire c1, c2, c3, c4;
    assign B_mod = B ^ {4{M}};
    full_adder FA0 (A[0], B_mod[0], M,  S[0], c1);  
    full_adder FA1 (A[1], B_mod[1], c1, S[1], c2);
    full_adder FA2 (A[2], B_mod[2], c2, S[2], c3);
    full_adder FA3 (A[3], B_mod[3], c3, S[3], c4);
    assign Cout = c4;
    assign V = c4 ^ c3;
endmodule
```
**/design/flow/run.sh**
```bash
#!/bin/bash
# OpenROAD 26Q1-2900-gdf79404cd8, Yosys 0.63+post, stock flow scripts
make -C /OpenROAD-flow-scripts/flow DESIGN_CONFIG=/design/flow/config.mk WORK_HOME=/design/flow/orfs finish
```
==> impl_metrics.ini <==
; generated from flow reports
[final_timing]
rsz0062_at_grt = no
timing.final.crit_period_ns = 4.80
max_freq_mhz = 209
report.final.hold_viol_count = 0
fin_crit_sh_pct = 90.5
finalWorstSetupSlack_ns = 0.505
slew-limit-headroom_pct = 84.0
tightest_slew_ns = 0.240
drv_slew = 0
setup_tns_ns = 0
setup_viol = 0

[drt]
wl_per_cell_um = 7.58
drc_errors = 0
viasPerCell = 1.77
first_pass_iters = 2
routed_wirelength_um = 561
antenna_left = 0
antenna-diode-count = 0
drtIter0Drc = 1
vias = 131

[yosys]
netlist_instances = 17
ys_sh_aoi_pct = 0
synth_simple_gate_area_share_pct = 0
topCombFamilyByArea = adder cells
ys_sh_mux_pct = 7.03
ys_sh_adder_pct = 37.5
synth_cell_types = 6
xor_share_pct = 27.3
ys_seq_share_pct = 0
synth-warning-count = 0
ys_chip_area_sq_um = 160
ys_cells = 17
synth_area_sq_um = 160
syn_avg_cell_area_sq_um = 9.42

[status]
status = complete, no violations

[setup_path]
crit_path_frequent_cell = fa_1
cp.arrival_ns = 3.74
crit_chain = clkdlybuf4s50_1 -> mux2_2 -> fa_1 -> inv_1 -> fa_1 -> inv_1 -> fa_1 -> xnor2_1 -> clkdlybuf4s50_1
slowest_stage = clkdlybuf4s50_1
required_ns = 4.24
cp_num_buf_inv = 4
crit_family = buffers and inverters
critPathCaptureType = output pin
setup.worst_path.start_class = input port
worstPathMaxFanout = 4
cpPeakStageDelay_ns = 0.53
critPathKind = in2out
worstSetupStartpoint = M

[hold_path]
min_from = A[0]
hp-class = in2out

[floorplan]
die_h_um = 80
core-area_sq_mm = 0.00342
die.size.x_um = 80
chipArea_sq_mm = 0.00640
rows = 21
fp_util_pct = 4.69
io_pins = 15

[clock_tree]
cts_hold_buf = 0
ctsResizeCount = 0
post_cts_buffers = 0

[global_routing]
grt_max_degree = 5
antenna_found_initial = 0
globalRouteOverflowTotal = 0
grt.total_usage_pct = 1.74
grt_pass1_wl_um = 855
grt_pass1_vias = 149

[layout]
fin_util_pct = 9.89
area_growth_pct = 111
flop_area_sq_um = 0
clock_buffers = 0
drive_gt1_share_pct = 3.57
flops = 0

[place]
io_buffers = 15
dp_slack_ns = 0.505
place.gp.congestion = 0.689

[pwr]
p_leak_nw = 0.123
p_per_area_mw_per_mm2 = 123
vdd_drop_max_v = 0.0000535

[job]
max_cap_viol_count = 0
warning_count = 35
cells in the final DEF (no fill, tap or decap), drive strengths merged:
| cell type | count |
|---|---|
| clkdlybuf4s50 | 15 |
| inv | 4 |
| xor2 | 3 |
| fa | 3 |
| xnor2 | 2 |
| mux2 | 1 |
final timing paths:
path	end	slack, ns	depth (start not counted)
max	V	0.50	9
min	S[0]	3.09	3
synthesized netlist by cell type:
cell / count / area, sq um
mux2_2: 1 / 11.3
fa_1: 3 / 60.1
buf_4: 4 / 30.0
xnor2_1: 2 / 17.5
inv_1: 4 / 15.0
xor2_1: 3 / 26.3
layout make-up:
cell class	instances	area (sq um)
fill	413	3080
inverter	4	15.0
timing repair buffer	15	150
tap	46	57.6
multi-input combinational	9	115
per-layer routing:
metal	part of all wire, %	GRT usage [%]
met1	60	2.99
met2	23	1.69
met3	17	1.02
met4	0	0
met5	0	0
report_power, final:
part	switching, mW	internal (mW)	leakage [nW]	total [mW]
clock network	0	0	0	0
registers	0	0	0	0
logic	0.0127	0.0289	0.123	0.0415
total	0.0127	0.0289	0.123	0.0415
per-stage QoR:
step	hold WS [ns]	power (mW)	instance area, sq um	cells
2_1_floorplan	2.27	0.0193	160	17
4_1_cts	3.09	0.0426	338	74
3_3_place_gp	3.09	0.0418	338	74
3_5_place_dp	3.09	0.0422	338	74
6_report	3.09	0.0415	338	74
5_1_grt	3.11	0.0463	338	74
kinds of logic (layout without fill, tap and decap cells):
| kind of cell | count (synthesis) | after routing |
|---|---|---|
| XOR/XNOR | 5 | 5 |
| adder cells (fa/ha/maj) | 3 | 3 |
| buffers and inverters | 8 | 19 |
| multiplexers | 1 | 1 |
Power and IR drop assume default switching activity.
